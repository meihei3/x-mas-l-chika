<file path="run.sh">
#!/bin/bash
# OpenROAD 26Q1-2900-gdf79404cd8, Yosys 0.63+post, stock flow scripts
make -C /OpenROAD-flow-scripts/flow DESIGN_CONFIG=/design/flow/config.mk WORK_HOME=/design/flow/orfs finish
</file>
<file path="config.mk">
export PLATFORM = sky130hd
export DESIGN_NAME = Blinks_blinks
export DESIGN_NICKNAME = Blinks_blinks
export VERILOG_FILES = /design/flow/design.v
export SDC_FILE = /design/flow/constraint.sdc
export NUM_CORES = 4
export LEC_CHECK = 1
export CORE_UTILIZATION = 40
</file>
<file path="constraint.sdc">
current_design Blinks_blinks

set clk_period 5.5
set clk_io_pct 0.2

create_clock -name clk0 -period $clk_period [get_ports {clk}]

set non_clock_inputs [all_inputs -no_clocks]
set_input_delay [expr $clk_period * $clk_io_pct] -clock clk0 $non_clock_inputs
set_output_delay [expr $clk_period * $clk_io_pct] -clock clk0 [all_outputs]
</file>
<file path="design.v">
module Blinks_blinks
  (
    input wire clk,
    input wire rst,
    output reg led00 = 0,
    output reg led01 = 0,
    output reg led02 = 0,
    output reg led03 = 0,
    output reg led04 = 0,
    output reg led05 = 0,
    output reg led06 = 0,
    output reg led07 = 0,
    output reg led08 = 0,
    output reg led09 = 0,
    output reg led10 = 0,
    output reg led11 = 0,
    output reg led12 = 0,
    output reg led13 = 0,
    output reg led14 = 0,
    output reg led15 = 0,
    output reg led16 = 0,
    output reg led17 = 0,
    output reg led20 = 0,
    output reg led21 = 0,
    output reg led22 = 0,
    output reg led23 = 0,
    output reg led24 = 0,
    output reg led25 = 0,
    output reg led26 = 0,
    output reg led27 = 0
  );
  localparam Blinks_blinks_main_c0_b1_INIT = 0;
  localparam Blinks_blinks_main_c0_b1_S1 = 1;
  localparam Blinks_blinks_main_c0_b1_FINISH = 2;
  localparam Blinks_blinks_main_c0_L1_while2_S0 = 3;
  localparam Blinks_blinks_main_c0_L1_while2_S1 = 4;
  localparam Blinks_blinks_main_c0_L1_while2_S2 = 5;
  localparam Blinks_blinks_main_c0_L1_while2_S3 = 6;
  localparam Blinks_blinks_main_c0_L1_while2_S4 = 7;
  localparam Blinks_blinks_main_c0_L1_while2_S5 = 8;
  localparam Blinks_blinks_main_c0_L1_while2_S6 = 9;
  localparam Blinks_blinks_main_c0_L1_while2_S7 = 10;
  localparam Blinks_blinks_main_c0_L1_while2_S8 = 11;
  localparam Blinks_blinks_main_c0_L1_while2_S9 = 12;
  localparam Blinks_blinks_main_c0_L1_while2_S10 = 13;
  localparam Blinks_blinks_main_c0_L1_while2_S11 = 14;
  localparam Blinks_blinks_main_c0_L1_while2_S12 = 15;
  localparam Blinks_blinks_main_c0_L1_while2_S13 = 16;
  localparam Blinks_blinks_main_c0_L1_while2_S14 = 17;
  localparam Blinks_blinks_main_c0_L1_while2_S15 = 18;
  localparam Blinks_blinks_main_c0_L1_while2_S16 = 19;
  localparam Blinks_blinks_main_c0_L1_while2_S17 = 20;
  localparam Blinks_blinks_main_c0_L1_while2_S18 = 21;
  localparam Blinks_blinks_main_c0_L1_while2_S19 = 22;
  localparam Blinks_blinks_main_c0_L1_while2_S20 = 23;
  localparam Blinks_blinks_main_c0_L1_while2_S21 = 24;
  localparam Blinks_blinks_main_c0_L1_while2_S22 = 25;
  localparam Blinks_blinks_main_c0_L1_while2_S23 = 26;
  localparam Blinks_blinks_main_c0_L1_while2_S24 = 27;
  localparam Blinks_blinks_main_c0_L1_while2_S25 = 28;
  localparam Blinks_blinks_main_c0_L1_while2_S26 = 29;
  localparam Blinks_blinks_main_c0_L1_forelse6_S0 = 30;
  localparam Blinks_blinks_main_c0_L1_forelse6_S1 = 31;
  localparam Blinks_blinks_main_c0_L2_fortest4_S0 = 32;
  localparam Blinks_blinks_main_c0_L2_forbody5_S0 = 33;
  localparam Blinks_blinks_main_c0_L2_forbody5_S1 = 34;
  wire blinks_main_c0_c564_inl3;
  wire blinks_main_c0_switch_result1;
  wire blinks_main_c0_switch_result2;
  reg blinks_main_c0_led_bit_ptn02;
  reg blinks_main_c0_led_bit_ptn12;
  reg        [5:0] blinks_main_c0_state;
  wire signed [31:0] blinks_main_c0_i_inl34;
  wire signed [31:0] blinks_main_c0_t562_inl3;
  wire signed [31:0] interval;
  reg signed [31:0] blinks_main_c0_i_inl33;
  assign blinks_main_c0_c564_inl3 = (blinks_main_c0_i_inl33 < blinks_main_c0_t562_inl3);
  assign blinks_main_c0_i_inl34 = (blinks_main_c0_i_inl33 + 1);
  assign blinks_main_c0_switch_result1 = (1 - blinks_main_c0_led_bit_ptn02);
  assign blinks_main_c0_switch_result2 = (1 - blinks_main_c0_led_bit_ptn12);
  assign blinks_main_c0_t562_inl3 = interval;
  assign interval = 49999996;
  always @(posedge clk) begin
    if (rst) begin
      blinks_main_c0_i_inl33 <= 0;
      blinks_main_c0_led_bit_ptn02 <= 0;
      blinks_main_c0_led_bit_ptn12 <= 0;
      led00 <= 0;
      led01 <= 0;
      led02 <= 0;
      led03 <= 0;
      led04 <= 0;
      led05 <= 0;
      led06 <= 0;
      led07 <= 0;
      led08 <= 0;
      led09 <= 0;
      led10 <= 0;
      led11 <= 0;
      led12 <= 0;
      led13 <= 0;
      led14 <= 0;
      led15 <= 0;
      led16 <= 0;
      led17 <= 0;
      led20 <= 0;
      led21 <= 0;
      led22 <= 0;
      led23 <= 0;
      led24 <= 0;
      led25 <= 0;
      led26 <= 0;
      led27 <= 0;
      blinks_main_c0_state <= Blinks_blinks_main_c0_b1_INIT;
    end else begin  
      case(blinks_main_c0_state)
      Blinks_blinks_main_c0_b1_INIT: begin
        blinks_main_c0_led_bit_ptn02 <= 0;
        blinks_main_c0_led_bit_ptn12 <= 1;
        blinks_main_c0_state <= Blinks_blinks_main_c0_L1_while2_S0;
      end
      Blinks_blinks_main_c0_L1_while2_S0: begin
        led00 <= blinks_main_c0_led_bit_ptn02;
        blinks_main_c0_i_inl33 <= 0;
        blinks_main_c0_state <= Blinks_blinks_main_c0_L1_while2_S1;
      end
      Blinks_blinks_main_c0_L1_while2_S1: begin
        led01 <= blinks_main_c0_led_bit_ptn12;
        blinks_main_c0_state <= Blinks_blinks_main_c0_L1_while2_S2;
      end
      Blinks_blinks_main_c0_L1_while2_S2: begin
        led02 <= blinks_main_c0_led_bit_ptn02;
        blinks_main_c0_state <= Blinks_blinks_main_c0_L1_while2_S3;
      end
      Blinks_blinks_main_c0_L1_while2_S3: begin
        led03 <= blinks_main_c0_led_bit_ptn12;
        blinks_main_c0_state <= Blinks_blinks_main_c0_L1_while2_S4;
      end
      Blinks_blinks_main_c0_L1_while2_S4: begin
        led04 <= blinks_main_c0_led_bit_ptn02;
        blinks_main_c0_state <= Blinks_blinks_main_c0_L1_while2_S5;
      end
      Blinks_blinks_main_c0_L1_while2_S5: begin
        led05 <= blinks_main_c0_led_bit_ptn12;
        blinks_main_c0_state <= Blinks_blinks_main_c0_L1_while2_S6;
      end
      Blinks_blinks_main_c0_L1_while2_S6: begin
        led06 <= blinks_main_c0_led_bit_ptn02;
        blinks_main_c0_state <= Blinks_blinks_main_c0_L1_while2_S7;
      end
      Blinks_blinks_main_c0_L1_while2_S7: begin
        led07 <= blinks_main_c0_led_bit_ptn12;
        blinks_main_c0_state <= Blinks_blinks_main_c0_L1_while2_S8;
      end
      Blinks_blinks_main_c0_L1_while2_S8: begin
        led08 <= blinks_main_c0_led_bit_ptn02;
        blinks_main_c0_state <= Blinks_blinks_main_c0_L1_while2_S9;
      end
      Blinks_blinks_main_c0_L1_while2_S9: begin
        led09 <= blinks_main_c0_led_bit_ptn12;
        blinks_main_c0_state <= Blinks_blinks_main_c0_L1_while2_S10;
      end
      Blinks_blinks_main_c0_L1_while2_S10: begin
        led10 <= blinks_main_c0_led_bit_ptn02;
        blinks_main_c0_state <= Blinks_blinks_main_c0_L1_while2_S11;
      end
      Blinks_blinks_main_c0_L1_while2_S11: begin
        led11 <= blinks_main_c0_led_bit_ptn12;
        blinks_main_c0_state <= Blinks_blinks_main_c0_L1_while2_S12;
      end
      Blinks_blinks_main_c0_L1_while2_S12: begin
        led12 <= blinks_main_c0_led_bit_ptn02;
        blinks_main_c0_state <= Blinks_blinks_main_c0_L1_while2_S13;
      end
      Blinks_blinks_main_c0_L1_while2_S13: begin
        led13 <= blinks_main_c0_led_bit_ptn12;
        blinks_main_c0_state <= Blinks_blinks_main_c0_L1_while2_S14;
      end
      Blinks_blinks_main_c0_L1_while2_S14: begin
        led14 <= blinks_main_c0_led_bit_ptn02;
        blinks_main_c0_state <= Blinks_blinks_main_c0_L1_while2_S15;
      end
      Blinks_blinks_main_c0_L1_while2_S15: begin
        led15 <= blinks_main_c0_led_bit_ptn12;
        blinks_main_c0_state <= Blinks_blinks_main_c0_L1_while2_S16;
      end
      Blinks_blinks_main_c0_L1_while2_S16: begin
        led16 <= blinks_main_c0_led_bit_ptn02;
        blinks_main_c0_state <= Blinks_blinks_main_c0_L1_while2_S17;
      end
      Blinks_blinks_main_c0_L1_while2_S17: begin
        led17 <= blinks_main_c0_led_bit_ptn12;
        blinks_main_c0_state <= Blinks_blinks_main_c0_L1_while2_S18;
      end
      Blinks_blinks_main_c0_L1_while2_S18: begin
        led20 <= blinks_main_c0_led_bit_ptn02;
        blinks_main_c0_state <= Blinks_blinks_main_c0_L1_while2_S19;
      end
      Blinks_blinks_main_c0_L1_while2_S19: begin
        led21 <= blinks_main_c0_led_bit_ptn12;
        blinks_main_c0_state <= Blinks_blinks_main_c0_L1_while2_S20;
      end
      Blinks_blinks_main_c0_L1_while2_S20: begin
        led22 <= blinks_main_c0_led_bit_ptn02;
        blinks_main_c0_state <= Blinks_blinks_main_c0_L1_while2_S21;
      end
      Blinks_blinks_main_c0_L1_while2_S21: begin
        led23 <= blinks_main_c0_led_bit_ptn12;
        blinks_main_c0_state <= Blinks_blinks_main_c0_L1_while2_S22;
      end
      Blinks_blinks_main_c0_L1_while2_S22: begin
        led24 <= blinks_main_c0_led_bit_ptn02;
        blinks_main_c0_state <= Blinks_blinks_main_c0_L1_while2_S23;
      end
      Blinks_blinks_main_c0_L1_while2_S23: begin
        led25 <= blinks_main_c0_led_bit_ptn12;
        blinks_main_c0_state <= Blinks_blinks_main_c0_L1_while2_S24;
      end
      Blinks_blinks_main_c0_L1_while2_S24: begin
        led26 <= blinks_main_c0_led_bit_ptn02;
        blinks_main_c0_state <= Blinks_blinks_main_c0_L1_while2_S25;
      end
      Blinks_blinks_main_c0_L1_while2_S25: begin
        led27 <= blinks_main_c0_led_bit_ptn12;
        blinks_main_c0_state <= Blinks_blinks_main_c0_L2_fortest4_S0;
      end
      Blinks_blinks_main_c0_L2_fortest4_S0: begin
        if (blinks_main_c0_c564_inl3) begin
          blinks_main_c0_i_inl33 <= blinks_main_c0_i_inl34;
          blinks_main_c0_state <= Blinks_blinks_main_c0_L2_fortest4_S0;
        end else begin
          blinks_main_c0_led_bit_ptn02 <= blinks_main_c0_switch_result1;
          blinks_main_c0_led_bit_ptn12 <= blinks_main_c0_switch_result2;
          blinks_main_c0_state <= Blinks_blinks_main_c0_L1_while2_S0;
        end
      end
      endcase
    end
  end
endmodule
</file>
==> impl_metrics.env <==
# yosys + openroad results
export IMPL_die_h_um=95.8
export IMPL_synthMuxAreaShare_pct=7.72
export IMPL_grt_pass1_wl_um=12400
export IMPL_power_frac_comb_pct=2.0
export IMPL_clock_latency_ns=0.35
export IMPL_num_antenna_cells=0
export IMPL_largest_register_ffs=32
export IMPL_cts_resized=0
export IMPL_yosys_area_um2=3520
export IMPL_ios=28
export IMPL_ys_flop_type="dfxtp_1"
export IMPL_total_power_mw=1.10
export IMPL_chipArea_um2=9170
export IMPL_fillers=793
export IMPL_p_int_mw=0.825
export IMPL_pre_cts_ws_ns=2.64
export IMPL_critPathKind="reg2reg"
export IMPL_place_hpwl_um=4580
export IMPL_worst_pin_slew_ns=0.903
export IMPL_seq_power_share_pct=58.8
export IMPL_synth_flops=88
export IMPL_synth_cell_types=50
export IMPL_numCtsBuffers=9
export IMPL_ys_sh_adder_pct=0.356
export IMPL_met2_length_um=3040
export IMPL_ys_sh_xor_pct=1.25
export IMPL_warning_count=25
export IMPL_drt_initial_drc_count=106
export IMPL_die_w_um=95.8
export IMPL_h_tree_depth=3
export IMPL_antenna_found_initial=0
export IMPL_pwr_share_clk_pct=39.1
export IMPL_whs_ns=0.466
export IMPL_drt_pass1_iter_count=4
export IMPL_mostFrequentLayoutCell="dfxtp_1"
export IMPL_cts_setup_buffers=0
export IMPL_maxUsedRoutingLayer="met4"
export IMPL_synth_edff_count=0
export IMPL_critPathMaxStageDelay_ns=0.58
export IMPL_cts_hold_buf=0
export IMPL_finalHoldViolCount=0
export IMPL_root_buffer="clkbuf_8"
export IMPL_grt_pass1_vias=2520
export IMPL_power_leakage_nw=1.32
export IMPL_cp_arrival_ns=3.04
export IMPL_crit_chain="or4_1 > a311o_1 > a211oi_4 > o21ai_2 > or4_1 > nand2_1"
export IMPL_area_delta_synth_final_pct=15.6
export IMPL_power_per_cell_area_nw_per_um2=270
export IMPL_drt_total_wl_um=7150
export IMPL_relSlewSlack_pct=39.8
export IMPL_syn_cell_area_um2=3520
export IMPL_numPortBuffers=27
export IMPL_top_register="blinks_main_c0_i_inl33"
export IMPL_grt_start_max_net_pins=71
export IMPL_overflow=0
export IMPL_rsz0062_at_grt="no"
export IMPL_endpoint_kind="register"
export IMPL_ys_cells=384
export IMPL_p_switching_mw=0.272
export IMPL_grt_usage_pct=17.7
export IMPL_p_sw_share_pct=24.8
export IMPL_yosys_warnings=1
export IMPL_core_um2=8340
export IMPL_ys_sh_aoi_pct=14.6
export IMPL_path_max_fanout=20
export IMPL_vias=2684
export IMPL_critPathSlowestCell="or4_1"
export IMPL_synth_async_reset_ratio_pct=0
export IMPL_path_common_cell="or4_1"
export IMPL_gp_congestion=0.841
export IMPL_setup_ws_ns=2.76
export IMPL_drv_slew=0
export IMPL_top_regs="blinks_main_c0_i_inl33: 32 flops, blinks_main_c0_state: 28 flops"
export IMPL_cts_tree="yes"
export IMPL_maxCapViolations=0
export IMPL_simple_gate_area_share_pct=22.8
export IMPL_clk_pin_slew_ns=0.09
export IMPL_fmax_mhz=365
export IMPL_tns_ns=0
export IMPL_synth_cells=384
export IMPL_clock_sinks=88
export IMPL_flop_area_um2=1760
export IMPL_outcome="completed"
export IMPL_period_minus_slack_ns=2.74
export IMPL_wl_met1_um=3690
export IMPL_final_layout_top_logic_cells="dfxtp_1, nor2_1, nand2_1, nor2b_1"
export IMPL_yosysSeqAreaShare_pct=50.1
export IMPL_hold_class="reg2reg"
export IMPL_drc=0
export IMPL_clock_path_buffers=2
export IMPL_viasPerCell=5.18
export IMPL_ys_top_logic_family="simple AND/OR/NAND/NOR gates"
export IMPL_fin_crit_sh_pct=49.8
export IMPL_ir_drop_uv=159
export IMPL_syn_avg_cell_area_um2=9.16
export IMPL_finalSetupViolations=0
export IMPL_start_kind="register"
export IMPL_antenna_left=0
export IMPL_critical_path_required_ns=5.80
export IMPL_skew_ns=0.00767
export IMPL_row_count=33
export IMPL_drive_above_1_share_pct=6.78
export IMPL_wl_met3_um=367
export IMPL_initial_utilization_pct=42.2
export IMPL_logic_area_um2=1650
export IMPL_drt_wirelength_per_cell_um=13.8
[synth_stat cells, types with 3 or more instances]
master	n	area [um2]
a211oi_1	4	30.0
nand3_1	20	100
inv_1	10	37.5
a21oi_1	14	70.1
and3_1	3	18.8
o31ai_1	6	45.0
xor2_1	3	26.3
nand2_1	28	105
o21ai_1	16	80.1
clkbuf_1	15	56.3
nor3_1	4	20.0
nand2b_1	5	31.3
nor2_1	43	161
mux2i_1	26	260
o21a_1	3	22.5
nor2b_1	27	169
nand4_1	6	37.5
nor4_1	6	37.5
a31oi_1	5	31.3
o21ai_0	8	40.0
dfxtp_1	88	1760
or3_1	8	50.1
or4_1	4	30.0
[final timing paths]
path	startpoint	to	cells past startpoint	slack [ns]
max	blinks_main_c0_i_inl33[7]$_SDFFE_PP0P_	blinks_main_c0_i_inl33[22]$_SDFFE_PP0P_	6	2.76
min reg2reg	blinks_main_c0_state[8]$_DFF_P_	blinks_main_c0_state[1]$_DFF_P_	2	0.47
min	blinks_main_c0_state[8]$_DFF_P_	blinks_main_c0_state[1]$_DFF_P_	2	0.47
max reg2reg	blinks_main_c0_i_inl33[7]$_SDFFE_PP0P_	blinks_main_c0_i_inl33[22]$_SDFFE_PP0P_	6	2.76
[routing by layer]
layer	global-route usage [%]	up-vias
li1	-	1399
met1	28.1	1234
met2	26.4	47
met3	4.34	4
met4	1.87	0
met5	0	-
[metrics by stage]
step	std cells	area (um2)	util (%)
after floorplan	384	3520	-
after global placement	502	3870	46.4
after detailed placement	502	3870	46.4
after CTS	518	4060	48.7
after global routing	518	4060	48.7
final	518	4060	48.7
[worst max-delay path, delay by kind of cell (launching register included)]
family / cells / cell delay, ns
compound gates: 3 / 1.15
flops: 1 / 0.37
simple gates: 3 / 1.18
[logic make-up after synthesis]
| kind of cell | Yosys count |
|---|---|
| flip-flops | 88 |
| XOR/XNOR | 5 |
| AND/OR/NAND/NOR | 159 |
| AND-OR/OR-AND | 76 |
| adder cells (fa/ha/maj) | 1 |
| multiplexers | 27 |
| buffers and inverters | 28 |
[power groups by stage]
stage / clock (mW) / sequential [mW] / combinational (mW)
final: 0.429 / 0.645 / 0.0224
after global routing: 0.472 / 0.646 / 0.0249
after CTS: 0.449 / 0.646 / 0.0226
[final cells by class]
| type | count | area share [%] |
|---|---|---|
| clock inverters | 7 | 1.63 |
| repair buffers | 31 | 7.27 |
| well taps | 105 | 3.23 |
| clock buffers | 9 | 3.05 |
| flip-flops and latches | 88 | 43.3 |
| inverters | 10 | 0.924 |
| multi-input cells | 268 | 40.5 |
