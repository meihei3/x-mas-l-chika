`design/flow/run.sh`:
```
#!/bin/bash
# OpenROAD 26Q1-2900-gdf79404cd8, Yosys 0.63+post, stock flow scripts
make -C /OpenROAD-flow-scripts/flow DESIGN_CONFIG=/design/flow/config.mk WORK_HOME=/design/flow/orfs finish
```
`design/flow/config.mk`:
```
export PLATFORM = sky130hd
export DESIGN_NAME = Blink_blink
export DESIGN_NICKNAME = Blink_blink
export VERILOG_FILES = /design/flow/design.v
export SDC_FILE = /design/flow/constraint.sdc
export NUM_CORES = 4
export LEC_CHECK = 1
export CORE_UTILIZATION = 30
```
`design/flow/constraint.sdc`:
```
current_design Blink_blink

set clk_period 3.5
set clk_io_pct 0.2

create_clock -name clk0 -period $clk_period [get_ports {clk}]

set non_clock_inputs [all_inputs -no_clocks]
set_input_delay [expr $clk_period * $clk_io_pct] -clock clk0 $non_clock_inputs
set_output_delay [expr $clk_period * $clk_io_pct] -clock clk0 [all_outputs]
```
`design/flow/design.v`:
```
module Blink_blink
  (
    input wire clk,
    input wire rst,
    output reg led = 0
  );
  localparam Blink_blink_main_c0_b1_INIT = 0;
  localparam Blink_blink_main_c0_b1_S1 = 1;
  localparam Blink_blink_main_c0_b1_FINISH = 2;
  localparam Blink_blink_main_c0_L1_while2_S0 = 3;
  localparam Blink_blink_main_c0_L1_while2_S1 = 4;
  localparam Blink_blink_main_c0_L1_forelse6_S0 = 5;
  localparam Blink_blink_main_c0_L1_forelse6_S1 = 6;
  localparam Blink_blink_main_c0_L2_fortest4_S0 = 7;
  localparam Blink_blink_main_c0_L2_forbody5_S0 = 8;
  localparam Blink_blink_main_c0_L2_forbody5_S1 = 9;
  wire blink_main_c0_c537_inl2;
  wire blink_main_c0_led_bit3;
  reg blink_main_c0_led_bit2;
  reg        [3:0] blink_main_c0_state;
  wire signed [31:0] blink_main_c0_i_inl24;
  wire signed [31:0] blink_main_c0_switch_result1;
  wire signed [31:0] blink_main_c0_t535_inl2;
  wire signed [31:0] interval;
  reg signed [31:0] blink_main_c0_i_inl23;
  assign blink_main_c0_c537_inl2 = (blink_main_c0_i_inl23 < blink_main_c0_t535_inl2);
  assign blink_main_c0_i_inl24 = (blink_main_c0_i_inl23 + 1);
  assign blink_main_c0_led_bit3 = blink_main_c0_switch_result1;
  assign blink_main_c0_switch_result1 = (1 - blink_main_c0_led_bit2);
  assign blink_main_c0_t535_inl2 = (interval / 2);
  assign interval = 16;
  always @(posedge clk) begin
    if (rst) begin
      blink_main_c0_i_inl23 <= 0;
      blink_main_c0_led_bit2 <= 0;
      led <= 0;
      blink_main_c0_state <= Blink_blink_main_c0_b1_INIT;
    end else begin  
      case(blink_main_c0_state)
      Blink_blink_main_c0_b1_INIT: begin
        blink_main_c0_led_bit2 <= 1;
        blink_main_c0_state <= Blink_blink_main_c0_L1_while2_S0;
      end
      Blink_blink_main_c0_L1_while2_S0: begin
        led <= blink_main_c0_led_bit2;
        blink_main_c0_i_inl23 <= 0;
        blink_main_c0_state <= Blink_blink_main_c0_L2_fortest4_S0;
      end
      Blink_blink_main_c0_L2_fortest4_S0: begin
        if (blink_main_c0_c537_inl2) begin
          blink_main_c0_i_inl23 <= blink_main_c0_i_inl24;
          blink_main_c0_state <= Blink_blink_main_c0_L2_fortest4_S0;
        end else begin
          blink_main_c0_led_bit2 <= blink_main_c0_led_bit3;
          blink_main_c0_state <= Blink_blink_main_c0_L1_while2_S0;
        end
      end
      endcase
    end
  end
endmodule
```
==> results.json <==
{
  "outcome": "complete, no violations",
  "hold_viol_final": 0,
  "setup_violations": 0,
  "grt_pass1_vias": 1467,
  "combPwrFrac_pct": 6.3,
  "critPathRequiredTime_ns": 3.72,
  "crit_fanout": 30,
  "syn_inst": 224,
  "tool_warnings": 25,
  "clock_latency_ns": 0.29,
  "startpoint_type": "flop",
  "gp_congestion": 0.860,
  "syn_area_mm2": 0.00185,
  "p_sw_share_pct": 24.0,
  "fin_area_mm2": 0.00204,
  "slowest_delay_ns": 0.60,
  "antenna_found_initial": 0,
  "synthArstFlopShare_pct": 0,
  "drt_iter0_drc": 145,
  "p_sw_w": 0.000196,
  "clk_pin_slew_worst_paths_ns": 0.08,
  "setup_tns_ns": 0,
  "synth_seq_share_pct": 40.0,
  "num-fill-cells": 609,
  "htreeDepth": 2,
  "clock-sinks": 37,
  "via_per_inst": 5.54,
  "die-height_um": 80.6,
  "fin_crit_sh_pct": 70.1,
  "seqPwrFrac_pct": 52.9,
  "rows": 28,
  "path_class": "flop to flop",
  "max_freq_ghz": 0.408,
  "yosysWarnings": 1,
  "antennaDiodeCount": 0,
  "ios": 3,
  "power_w": 0.000817,
  "die_x_um": 80.6,
  "endpoint_kind": "flop",
  "areaGrowthSynthToFinish_pct": 10.2,
  "syn_area_per_cell_um2": 8.27,
  "leakage_nw": 0.698,
  "power_density_mw_per_mm2": 400,
  "cts_resized": 0,
  "ys.flops": 37,
  "lay_top_count": "dfxtp_1",
  "finalWorstSetupSlack_ns": 1.05,
  "vdd_ir_drop_max_mv": 0.245,
  "drt_pre_antenna_iters": 4,
  "arrival_ns": 2.67,
  "ys_chip_area_mm2": 0.00185,
  "chip_area_mm2": 0.00649,
  "dpl_cell_area_mm2": 0.00194,
  "drt_wl_total_um": 4240,
  "overflow": 0,
  "max-cap-violations": 0,
  "initial_core_util_pct": 31.3,
  "rsz0062_at_grt": "false",
  "core_mm2": 0.00592,
  "hold_slack_ns": 0.446,
  "tightest_slew_ns": 0.848,
  "hpwl_um": 2880,
  "grt_pass1_wl_um": 7120,
  "period_needed_ns": 2.45,
  "wl_per_cell_um": 14.0,
  "ant_nets": 0,
  "grt_max_degree": 31,
  "cts_buffers": 5,
  "ys_types": 38,
  "grt.total_usage_pct": 14.1,
  "p_clk_share_pct": 40.7,
  "max-clock-path-buffers": 2,
  "port_buffers": 2,
  "ys.flop_type": "dfxtp_1",
  "finalClockSkew_ns": 0.00538,
  "internal-power_w": 0.000620,
  "cp_cell_sequence": "nor4_1 > nand4_1 > o211a_1 > or4_1 > a21oi_1",
  "lay_top_cells": "37 x dfxtp_1, 25 x nand2_1, 18 x a21oi_1, 17 x nand4_1, 13 x nor2_1",
  "slew_viol_final": 0,
  "layout-drive-gt1-share_pct": 8.81,
  "drc_errors": 0,
  "min_path_type": "flop to flop",
  "cp_slowest_cell": "or4_1",
  "post_cts_buffers": 0,
  "vias": 1674,
  "tritoncts": "built",
  "edf_count": 0,
  "ys_cells": 224,
  "cts-root-buf": "clkbuf_8",
  "hold_buffers": 0,
  "max_slew_margin_pct": 43.0,
  "dp_slack_ns": 1.09
}
==> stage by stage <==
step           utilization, %  cells
2_1_floorplan               -    224
3_3_place_gp             32.8    294
3_5_place_dp             32.8    294
4_1_cts                  34.5    302
5_1_grt                  34.5    302
6_report                 34.5    302
==> per-layer routing <==
metal / GRT usage (%) / part of all wire (%) / up-vias
met3: 2.31 / 2.7 / 9
li1: - / - / 862
met4: 3.21 / 1.8 / 0
met1: 21.5 / 51 / 779
met5: 0 / 0 / -
met2: 21.2 / 45 / 24
==> registers in the layout (all words and copies together) (netlist names) <==
register / count
led: 1
blink_main_c0_i_inl23: 32
blink_main_c0_led_bit2: 1
blink_main_c0_state: 3
==> synth_stat cells (2+ instances only) <==
cell	number	area, um^2
nand4_1	17	106
o21ai_0	11	55.1
nor2b_1	2	12.5
o21a_1	2	15.0
a211oi_1	2	15.0
nor4_1	8	50.1
a41o_1	3	30.0
nand2b_1	2	12.5
or3_1	11	68.8
or4_1	6	45.0
nor3_1	3	15.0
dfxtp_1	37	741
nand2_1	25	93.8
clkbuf_1	6	22.5
buf_2	3	15.0
nand3_1	9	45.0
and3_1	3	18.8
o31ai_1	4	30.0
or2_2	5	31.3
o211ai_1	2	15.0
nor4_2	2	25.0
o211a_1	2	20.0
mux2i_1	6	60.1
a21oi_1	18	90.1
a31oi_1	6	37.5
nor2_1	13	48.8
inv_1	5	18.8
==> worst max-delay path: cells and delay by family (launching register included) <==
family / cells / cell delay (ns)
AOI/OAI and AO/OA: 2 / 0.70
DFF: 1 / 0.35
and+or+nand+nor: 3 / 1.32
==> area by class of cell <==
type	instances	area (um^2)	area share [%]
clock buffer	7	96.3	4.72
sequential	37	741	36.3
clock inverter	1	5.00	0.245
inverter	5	18.8	0.920
timing repair buffer	5	42.5	2.08
multi-input combinational	172	1040	51.1
tap	75	93.8	4.60
==> final timing paths <==
path,from,to,slack (ns),cells after the start
worst min-delay path,blink_main_c0_state[0],blink_main_c0_state[1],0.45,2
worst max-delay path,blink_main_c0_i_inl23[23],blink_main_c0_i_inl23[22],1.05,5
worst min register to register,blink_main_c0_state[0],blink_main_c0_state[1],0.45,2
worst max register to register,blink_main_c0_i_inl23[23],blink_main_c0_i_inl23[22],1.05,5
==> cell families after synthesis <==
group | Yosys count | share of synthesized area [%]
adders and majority gates | 1 | 0.676
buffers and inverters | 15 | 3.65
and+or+nand+nor | 111 | 34.1
AOI/OAI and AO/OA | 54 | 18.3
DFF | 37 | 40.0
muxes | 6 | 3.24
==> power by group through the flow <==
stage / sequential (W) / clock [W] / combinational [W]
after CTS: 0.000432 / 0.000339 / 0.0000517
after global routing: 0.000433 / 0.000355 / 0.0000566
final: 0.000432 / 0.000333 / 0.0000515
Power is estimated from default activity; no workload was simulated.
